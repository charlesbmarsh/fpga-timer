**/design/flow/config.mk**
```make
export PLATFORM = sky130hd
export DESIGN_NAME = timer
export DESIGN_NICKNAME = timer
export VERILOG_FILES = /design/flow/design.v
export SDC_FILE = /design/flow/constraint.sdc
export NUM_CORES = 4
export LEC_CHECK = 1
export CORE_UTILIZATION = 50
```
**/design/flow/run.sh**
```bash
#!/bin/bash
# OpenROAD 26Q1-2900-gdf79404cd8, Yosys 0.63+post, stock flow scripts
make -C /OpenROAD-flow-scripts/flow DESIGN_CONFIG=/design/flow/config.mk WORK_HOME=/design/flow/orfs finish
```
**/design/flow/design.v**
```verilog
`timescale 1ns / 1ps
module timer(
    input clk_100MHz,
    input reset,
    input start_stop,
    input set_min,
    input set_sec,  
    output timer_done,
    output tick_1Hz,
    output [3:0] sec_1s,
    output [3:0] sec_10s,
    output [3:0] min_1s,
    output [3:0] min_10s   
    );
    reg a, b, c, d, e, f, g, h, i;
    wire db_set_min, db_set_sec, db_start_stop;
    always @(posedge clk_100MHz) begin
        a <= set_min;
        b <= a;
        c <= b;
    end
    assign db_set_min = c;
    always @(posedge clk_100MHz) begin
        d <= set_sec;
        e <= d;
        f <= e;
    end
    assign db_set_sec = f;
    always @(posedge clk_100MHz) begin
        g <= start_stop;
        h <= g;
        i <= h;
    end
    assign db_start_stop = i;
    reg [31:0] ctr_1Hz = 32'h0;
    reg tick_1Hz_pulse = 1'b0;
    reg timer_done = 1'b0;
    always @(posedge clk_100MHz or posedge reset)
        if (reset)
            ctr_1Hz <= 32'h0;
        else
            if (ctr_1Hz == 99_999_999) begin
                ctr_1Hz <= 32'h0;
                tick_1Hz_pulse <= 1'b1;
            end
            else begin
                ctr_1Hz <= ctr_1Hz + 1;
                tick_1Hz_pulse <= 1'b0;
            end
    assign tick_1Hz = tick_1Hz_pulse;
    reg [5:0] seconds_ctr = 6'd0;
    reg [6:0] minutes_ctr = 7'd0;
    reg enable_countdown = 1'b0;
    reg [3:0] db_set_min_r = 4'b0;
    reg [3:0] db_set_sec_r = 4'b0;
    reg [3:0] db_start_stop_r = 4'b0;
    always @(posedge clk_100MHz) begin
        db_set_min_r <= {db_set_min_r[2:0], db_set_min};
        db_set_sec_r <= {db_set_sec_r[2:0], db_set_sec};
        db_start_stop_r <= {db_start_stop_r[2:0], db_start_stop};
    end
    wire db_min_pos_edge = db_set_min_r[3] & ~db_set_min_r[2];
    wire db_sec_pos_edge = db_set_sec_r[3] & ~db_set_sec_r[2];
    wire db_start_stop_pos_edge = db_start_stop_r[3] & ~db_start_stop_r[2];
    always @(posedge clk_100MHz or posedge reset) begin
        if (reset) begin
            minutes_ctr <= 7'd0;
            seconds_ctr <= 6'd0;
            enable_countdown <= 1'b0;
            timer_done <= 1'b0;
        end else begin
            if (db_min_pos_edge & ~enable_countdown) begin
                minutes_ctr <= (minutes_ctr == 99) ? 7'd0 : minutes_ctr + 1;
            end
            if (db_sec_pos_edge & ~enable_countdown) begin
                seconds_ctr <= (seconds_ctr == 59) ? 6'd0 : seconds_ctr + 1;
            end
            if (db_start_stop_pos_edge) begin
                enable_countdown <= ~enable_countdown;
                timer_done <= 1'b0;
            end
            if (enable_countdown && tick_1Hz_pulse) begin
                if (seconds_ctr == 6'd0) begin
                    if (minutes_ctr != 7'd0) begin
                        seconds_ctr <= 6'd59;
                        minutes_ctr <= minutes_ctr - 1;
                    end else begin
                        seconds_ctr <= 6'd0;
                        enable_countdown <= 1'b0;  
                        timer_done <= 1'b1;
                    end
                end else begin
                    seconds_ctr <= seconds_ctr - 1;
                end
            end
        end
    end
    assign sec_1s  = seconds_ctr % 10;
    assign sec_10s = seconds_ctr / 10;
    assign min_1s  = minutes_ctr % 10;
    assign min_10s = minutes_ctr / 10;
endmodule
```
**/design/flow/constraint.sdc**
```tcl
current_design timer

set clk_period 6.7
set clk_io_pct 0.2

create_clock -name clk0 -period $clk_period [get_ports {clk_100MHz}]

set non_clock_inputs [all_inputs -no_clocks]
set_input_delay [expr $clk_period * $clk_io_pct] -clock clk0 $non_clock_inputs
set_output_delay [expr $clk_period * $clk_io_pct] -clock clk0 [all_outputs]
```
==> results.json <==
{
  "dr.first_iter.drc_count": 113,
  "horizontal_extent_of_the_die_um": 89.26,
  "crit_top_cell": "sky130_fd_sc_hd__ha_1",
  "cp_data_required_time_ps": 5360,
  "relSlewSlack_pct": 51.10,
  "critPathCaptureType": "output port",
  "global_route_wire_length_before_repair_mm": 12.48,
  "core_region_area_um2": 7292,
  "report.final.hold_viol_count": 0,
  "unrepaired_setup_endpoints_after_global_routing": "no",
  "synth_stat.cells": 425,
  "numSynthFlops": 69,
  "detail-route-antenna-nets": 0,
  "tns_ps": 0,
  "syn-instance-count": 425,
  "synth.yosys.chip_area_um2": 3807,
  "rows": 31,
  "critical_path.endpoint": "sec_1s[3]",
  "cts_repair_resize_count": 0,
  "placement.setup.worst_slack_ps": 2208,
  "final.period_utilization_pct": 72.98,
  "worst_hold_margin_ps": 321.6,
  "fillCellCount": 656,
  "ctsHoldBuffers": 0,
  "grt_antenna_before_repair": 0,
  "synth.avg_cell_area_um2": 8.959,
  "r2r_end": "minutes_ctr[6]",
  "tightestPinTransition_ps": 731.9,
  "grt_remaining_overflow": 0,
  "cts_setup_buffers": 0,
  "setup_ws_ps": 1810,
  "cap_viol_max_count": 0,
  "power_per_cell_area_nw_per_um2": 416.0,
  "clk_transition_reported_paths_ps": 80,
  "clock-sinks": 69,
  "worst_r2r_startpoint": "seconds_ctr[1]",
  "synth.logic.top_family": "simple AND/OR/NAND/NOR gates",
  "critical_path.max_stage_delay_ps": 550,
  "grt_use_total_pct": 20.69,
  "critical_path.cell_chain": "inv_1, ha_1, or2_2, ha_1, nand2b_1, o21ai_1, and3_1, maj3_1, a21oi_2, nor2_1, xnor2_1, clkdlybuf4s50_1",
  "finClkSkew_ps": 11.82,
  "min_period_ps": 4890,
  "synth_seq_share_pct": 42.72,
  "io_pins": 23,
  "wl_mm": 7.301,
  "portBuffers": 21,
  "simple_gate_area_share_pct": 23.53,
  "setup_viol_count_final": 0,
  "cts_buffers": 9,
  "report.final.slew_viol_count": 0,
  "achievable-frequency_ghz": 0.2045,
  "vdd.ir_drop.worst_v": 0.0001655,
  "syn_area_um2": 3807,
  "crit_slowest_cell": "sky130_fd_sc_hd__dfrtp_1",
  "first_pass_iters": 4,
  "cts_tree": "built",
  "gp_congestion": 0.8416,
  "synth-xor-area-share_pct": 7.821,
  "clockRootBuffer": "sky130_fd_sc_hd__clkbuf_8",
  "cts_buffer_depth": 2,
  "routed_via_density": 5.542,
  "adder_share_pct": 5.455,
  "floorplan.core_util_pct": 52.21,
  "number_of_distinct_library_cells_after_synthesis": 62,
  "power.leakage_nw": 1.787,
  "layout_area_overhead_pct": 12.65,
  "insertedDiodeCount": 0,
  "worst-r2r-setup-slack_ps": 4100,
  "route.detailed.drc": 0,
  "yosys-top-cells-area": "sky130_fd_sc_hd__dfrtp_1 (31%), sky130_fd_sc_hd__dfxtp_1 (11%), sky130_fd_sc_hd__xnor2_1 (5.8%)",
  "synth-compound-area-share_pct": 15.25,
  "die_area_um2": 7967,
  "detail_route.wl_per_cell_um": 13.42,
  "cp.arrival_ps": 3550,
  "detailedPlacementHpwl_mm": 4.913,
  "synth.mux.area_fraction_pct": 0.7887,
  "synth_warnings": 1,
  "most_frequently_used_flop_master_after_synthesis": "sky130_fd_sc_hd__dfrtp_1",
  "openroad_warning_count": 33,
  "r2r.worst_path.cells": 9,
  "synth-edff-count": 1,
  "htree_num_levels": 3,
  "die_height_um": 89.26,
  "synthDominantCellAreaShare_pct": 30.89,
  "timing.hold.worst.class": "register to register",
  "critical_path.startpoint": "seconds_ctr[4]",
  "crit_type": "register to output port",
  "drive_above_1_share_pct": 7.865,
  "number_of_global_route_vias_before_repair": 2743,
  "worstSetupStartpointType": "register",
  "vias": 3015,
  "cell_taking_the_most_area_after_synthesis": "sky130_fd_sc_hd__dfrtp_1",
  "crit_path_max_fanout": 12,
  "outcome": "completed",
  "asyncSetResetFlopFracSynth_pct": 68.12,
  "clk-insertion-delay-late_ps": 350,
  "largest_net_degree_at_the_start_of_global_routing": 49
}
[routing by layer]
layer	GRT usage, %	vias to the layer above	wire length, um
met2	31.92	65	3345
met1	33.57	1429	3576
met5	0	-	0
met4	2.309	0	99
li1	-	1512	-
met3	3.184	9	279
[worst max-delay path: cells and delay by family, from the launching register on]
family | cells | cell delay (ps)
flops | 1 | 550
simple gates | 4 | 690
xor+xnor | 1 | 160
fa+ha+maj | 3 | 840
compound gates | 2 | 330
buf+inv | 2 | 630
[through the flow]
stage / instances / util (%) / power [W] / instance area (um2)
floorplan: 425 / - / 0.001101 / 3807
global placement: 528 / 55.71 / 0.001419 / 4063
detailed placement: 528 / 55.71 / 0.001418 / 4063
CTS: 544 / 58.82 / 0.001800 / 4289
global route: 544 / 58.82 / 0.001942 / 4289
finish: 544 / 58.82 / 0.001784 / 4289
[kinds of logic (layout without fill, tap and decap cells)]
kind of cell / count (synthesis) / after routing
muxes: 3 / 3
xor gates and xnor gates: 34 / 34
DFF: 69 / 69
AOI/OAI and AO/OA: 93 / 93
other: 1 / 1
adders and majority gates: 17 / 17
and+or+nand+nor: 171 / 171
buffers and inverters: 37 / 57
[cells in the mapped netlist (10+ instances only)]
master and count:
sky130_fd_sc_hd__dfrtp_1 47, sky130_fd_sc_hd__nor2_1 38, sky130_fd_sc_hd__nand2_1 32, sky130_fd_sc_hd__a21oi_1 30
sky130_fd_sc_hd__xnor2_1 25, sky130_fd_sc_hd__nand3_1 23, sky130_fd_sc_hd__dfxtp_1 21, sky130_fd_sc_hd__o21ai_0 16
sky130_fd_sc_hd__ha_1 15, sky130_fd_sc_hd__inv_1 14, sky130_fd_sc_hd__and3_1 12, sky130_fd_sc_hd__nor2b_1 11
sky130_fd_sc_hd__o21ai_1 10
[area by class of cell]
cell class              instances  area, um2  share of cell area (%)
repair buffers                 24      232.7                   5.426
flip-flops and latches         69       1627                   37.92
well taps                      99      123.9                   2.888
clock buffers                  11      162.7                   3.792
multi-input cells             319       2016                   47.00
clock inverters                 5      63.81                   1.488
inverters                      17      63.81                   1.488
[where the power goes]
group | switching (W) | total (W) | leakage [nW] | internal [W]
Combinational | 0.000352 | 0.000829 | 0.865 | 0.000477
Clock | 0.000167 | 0.000374 | 0.111 | 0.000207
Sequential | 0.000123 | 0.000581 | 0.811 | 0.000459
Total | 0.000642 | 0.00178 | 1.79 | 0.00114
[registers in the layout (all words and copies together), names as in the netlist, 4 cells and up]
| signal | cells |
|---|---|
| db_start_stop_r | 4 |
| db_set_min_r | 4 |
| ctr_1Hz | 32 |
| seconds_ctr | 6 |
| db_set_sec_r | 4 |
| minutes_ctr | 7 |
[cell usage in the layout, fill, tap and decap left out, drive strengths merged, types with 10 or more instances in the layout]
master / netlist / final
o21ai: 27 / 27
dfxtp: 21 / 21
nor2: 39 / 39
ha: 15 / 15
nand3: 23 / 23
nand2: 32 / 32
a21oi: 31 / 31
dfrtp: 47 / 47
clkdlybuf4s50: 0 / 21
and3: 12 / 12
nor2b: 11 / 11
inv: 17 / 18
clkbuf: 7 / 11
xnor2: 25 / 25
nor3: 10 / 10
[worst min-delay path by stage]
stage | start | to | slack (ps) | cells past startpoint
after global routing | i | db_start_stop_r[0] | 330 | 0
final | db_set_sec_r[1] | db_set_sec_r[2] | 320 | 0
after CTS | i | db_start_stop_r[0] | 320 | 0
No activity file was given, so power comes from the tool's default toggle rates.
