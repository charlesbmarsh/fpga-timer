==> ./design.v <==
`timescale 1ns / 1ps
module seg_control(
    input clk_100MHz,
    input reset,
    input [3:0] min_1s,
    input [3:0] min_10s,
    input [3:0] sec_1s,
    input [3:0] sec_10s,
    output reg [0:6] seg,
    output reg [3:0] an
    );
    parameter NULL  = 7'b111_1111;   
    parameter ZERO  = 7'b000_0001;   
    parameter ONE   = 7'b100_1111;   
    parameter TWO   = 7'b001_0010;   
    parameter THREE = 7'b000_0110;   
    parameter FOUR  = 7'b100_1100;   
    parameter FIVE  = 7'b010_0100;   
    parameter SIX   = 7'b010_0000;   
    parameter SEVEN = 7'b000_1111;   
    parameter EIGHT = 7'b000_0000;   
    parameter NINE  = 7'b000_0100;   
    reg [1:0] anode_select;
    reg [16:0] anode_timer;
    always @(posedge clk_100MHz or posedge reset) begin
        if(reset) begin
            anode_select <= 0;
            anode_timer <= 0; 
        end
        else
            if(anode_timer == 99_999) begin
                anode_timer <= 0;
                anode_select <=  anode_select + 1;
            end
            else
                anode_timer <=  anode_timer + 1;
    end
    always @(anode_select) begin
        case(anode_select) 
            2'b00 : an = 4'b0111;
            2'b01 : an = 4'b1011;
            2'b10 : an = 4'b1101;
            2'b11 : an = 4'b1110;
        endcase
    end
    always @*
        case(anode_select)
            2'b0 : begin        
                        case(min_10s)
                            4'h0 : seg = ZERO;
                            4'h1 : seg = ONE;
                            4'h2 : seg = TWO;
                            4'h3 : seg = THREE;
                            4'h4 : seg = FOUR;
                            4'h5 : seg = FIVE;
                            4'h6 : seg = SIX;
                            4'h7 : seg = SEVEN;
                            4'h8 : seg = EIGHT;
                            4'h9 : seg = NINE;
                        endcase
                    end
            2'b01 : begin        
                        case(min_1s)
                            4'h0 : seg = ZERO;
                            4'h1 : seg = ONE;
                            4'h2 : seg = TWO;
                            4'h3 : seg = THREE;
                            4'h4 : seg = FOUR;
                            4'h5 : seg = FIVE;
                            4'h6 : seg = SIX;
                            4'h7 : seg = SEVEN;
                            4'h8 : seg = EIGHT;
                            4'h9 : seg = NINE;
                        endcase
                    end
            2'b10 : begin        
                        case(sec_10s)
                            4'h0 : seg = ZERO;
                            4'h1 : seg = ONE;
                            4'h2 : seg = TWO;
                            4'h3 : seg = THREE;
                            4'h4 : seg = FOUR;
                            4'h5 : seg = FIVE;
                        endcase
                    end 
            2'b11 : begin        
                        case(sec_1s)
                            4'h0 : seg = ZERO;
                            4'h1 : seg = ONE;
                            4'h2 : seg = TWO;
                            4'h3 : seg = THREE;
                            4'h4 : seg = FOUR;
                            4'h5 : seg = FIVE;
                            4'h6 : seg = SIX;
                            4'h7 : seg = SEVEN;
                            4'h8 : seg = EIGHT;
                            4'h9 : seg = NINE;
                        endcase
                    end
        endcase  
endmodule
==> ./run.sh <==
#!/bin/bash
# OpenROAD 26Q1-2900-gdf79404cd8, Yosys 0.63+post, stock flow scripts
make -C /OpenROAD-flow-scripts/flow DESIGN_CONFIG=/design/flow/config.mk WORK_HOME=/design/flow/orfs finish
==> ./config.mk <==
export PLATFORM = sky130hd
export DESIGN_NAME = seg_control
export DESIGN_NICKNAME = seg_control
export VERILOG_FILES = /design/flow/design.v
export SDC_FILE = /design/flow/constraint.sdc
export NUM_CORES = 4
export LEC_CHECK = 1
export CORE_UTILIZATION = 30
==> ./constraint.sdc <==
current_design seg_control

set clk_period 3.0
set clk_io_pct 0.2

create_clock -name clk0 -period $clk_period [get_ports {clk_100MHz}]

set non_clock_inputs [all_inputs -no_clocks]
set_input_delay [expr $clk_period * $clk_io_pct] -clock clk0 $non_clock_inputs
set_output_delay [expr $clk_period * $clk_io_pct] -clock clk0 [all_outputs]
==> flow_metrics.env <==
# yosys + openroad results
export IMPL_grt_util_met1=0.195
export IMPL_ys_cells=193
export IMPL_yosys_warnings=1
export IMPL_rr_worst_depth=3
export IMPL_drcViolationCount=0
export IMPL_crit_chain="inv_1, ha_1, inv_1, clkdlybuf4s50_1"
export IMPL_area_leaders="dfrtp_1 28%, xnor2_1 8.4%, dlxtn_1 6.3%, ha_1 6.0%, nor2_1 4.5%"
export IMPL_grt_pass1_vias=1272
export IMPL_rsz0062_at_grt="false"
export IMPL_post_cts_buffers=0
export IMPL_cp_common_cell="inv_1"
export IMPL_maxCapViolCount=0
export IMPL_insertedDiodeCount=0
export IMPL_cp_data_arrival_time_ns=1.82
export IMPL_hold_viol_final=0
export IMPL_antenna_found_initial=0
export IMPL_finalClockSkew_ns=0.00368
export IMPL_critical_path_slowest_cell="dfrtp_1"
export IMPL_holdWs_ns=0.500
export IMPL_lay_top_count="clkdlybuf4s50_1"
export IMPL_grt_pass1_wl_mm=5.91
export IMPL_stdcell_count=286
export IMPL_untimed_endpoints=14
export IMPL_synth_largest_area_cell="dfrtp_1"
export IMPL_clockBufferDepth=2
export IMPL_use_met3=0.0230
export IMPL_grt_met2_usage=0.179
export IMPL_netlist_area_leader_share=0.284
export IMPL_relSlewSlack=0.539
export IMPL_clock_fmax_mhz=413
export IMPL_required_ns=2.40
export IMPL_die_x_um=76.8
export IMPL_pre_cts_slack_ns=0.848
export IMPL_min_delay_path_depth=1
export IMPL_gr_total_overflow=0
export IMPL_setup_viol=0
export IMPL_dr_pass1_iters=4
export IMPL_synthArstFlopShare=0.731
export IMPL_edf_count=0
export IMPL_critical_path_class="reg2out"
export IMPL_initCoreUtil=0.320
export IMPL_r2r_end="anode_select[1]"
export IMPL_flop_area_um2=581
export IMPL_clock_latency_ns=0.25
export IMPL_num_rows=26
export IMPL_yosys_stat_area_mm2=0.00168
export IMPL_dp_cells=282
export IMPL_cp_top_family="buffers and inverters"
export IMPL_unclocked_regs=7
export IMPL_r2r_slack_ns=1.38
export IMPL_cts_htree_levels=1
export IMPL_ctsResizeCount=0
export IMPL_hold_buffers=0
export IMPL_drive_gt1_frac=0.0463
export IMPL_syn_area_mm2=0.00168
export IMPL_grt_max_degree=20
export IMPL_min_path_type="reg2reg"
export IMPL_grt_usage=0.123
export IMPL_io_buffers=28
export IMPL_cts_root_buffer="clkbuf_8"
export IMPL_io_pins=29
export IMPL_critPathMaxStageDelay_ns=0.46
export IMPL_setup_tns_ns=0
export IMPL_cts_buffers=3
export IMPL_rr_startpoint="anode_timer[13]"
export IMPL_post_route_util=0.391
export IMPL_clkTransAtPathRegs_ns=0.07
export IMPL_dpl_cell_area_mm2=0.00200
export IMPL_power_density_mw_per_mm2=256
export IMPL_die_h_um=76.8
export IMPL_area_growth_pct=22.2
export IMPL_path_buffers=3
export IMPL_vias=1442
export IMPL_syn_inst=193
export IMPL_core_mm2=0.00524
export IMPL_p_leak_nw=0.805
export IMPL_worstSetupEndpointType="output port"
export IMPL_setup_ws_ns=0.577
export IMPL_syn_area_per_cell_um2=8.69
export IMPL_dp_hpwl_mm=2.61
export IMPL_path_max_fanout=12
export IMPL_min_period_ns=2.42
export IMPL_dr_first_iter_drc_count=95
export IMPL_start_kind="flop"
export IMPL_ant_nets=0
export IMPL_tightest_slew_ns=0.691
export IMPL_wirelength_mm=3.41
export IMPL_fin_area_mm2=0.00205
export IMPL_synthFlopType="dfrtp_1"
export IMPL_yosys_register_bits=26
export IMPL_logic_area_mm2=0.00100
export IMPL_status="complete, no violations"
export IMPL_vdd_ir_drop_worst_uv=262
export IMPL_final_cell_mix="28 x clkdlybuf4s50_1, 20 x nor2_1, 19 x dfrtp_1, 16 x xnor2_1, 14 x inv_1"
export IMPL_synthDistinctLibCells=44
export IMPL_cts_tree="yes"
export IMPL_avgRoutedWirePerCell_um=11.9
export IMPL_die_area_mm2=0.00589
export IMPL_via_per_inst=5.04
export IMPL_report_power_total_mw=0.525
export IMPL_hold_start="anode_timer[0]"
export IMPL_hold_end="anode_timer[0]"
export IMPL_nFillCells=527
export IMPL_drv_slew=0
export IMPL_top_usage_layer="met1"
export IMPL_finalClockPeriodUsage=0.808
export IMPL_place_congestion=0.917
export IMPL_warning_count=31
power breakdown:
group	switching [mW]	leakage (nW)	total, mW	internal [mW]
Sequential	0.000537	0.311	0.264	0.264
Clock	0.0832	0.0255	0.175	0.0922
Combinational	0.0423	0.468	0.0852	0.0429
cell families after synthesis:
| group | count (synthesis) | synth area share |
|---|---|---|
| AND-OR/OR-AND | 34 | 0.136 |
| XOR/XNOR | 22 | 0.115 |
| adder cells (fa/ha/maj) | 11 | 0.0776 |
| buffers and inverters | 23 | 0.0560 |
| flip-flops | 19 | 0.284 |
| latches | 7 | 0.0627 |
| multiplexers | 2 | 0.0127 |
| AND/OR/NAND/NOR | 75 | 0.257 |
registers in the layout, indices dropped and copies added (netlist names):
| signal | count |
|---|---|
| anode_timer | 17 |
| seg | 7 |
| anode_select | 2 |
cells in the mapped netlist (all sizes together) (2+ instances only):
library cell and instances:
a21oi 8, a31oi 4, a41oi 2, and2 2
and4 3, buf 4, clkbuf 5, dfrtp 19
dlxtn 7, ha 8, inv 14, maj3 3
nand2 6, nand2b 2, nand3 11, nand4 8
nor2 20, nor2b 6, nor3 8, nor4 2
nor4b 3, o211ai 3, o21ai 7, o31a 2
o31ai 2, xnor2 16, xor2 6
routing by layer:
layer	vias to the layer above	share of wire	wire [µm]
met5	-	0	0
met2	36	0.42	1430
li1	738	-	-
met1	662	0.51	1760
met4	0	0.016	53
met3	6	0.050	170
worst reg2reg max path, cell delays in order, from the launching register on:
cell and delay [ns]:
dfrtp_1 0.43, nor4b_1 0.45, nand4_1 0.29, mux2_2 0.34
final cells by class:
class                      instances  share of cell area
clock buffer                       3              0.0201
clock inverter                     1             0.00244
inverter                          14              0.0256
multi-input combinational        144               0.489
sequential                        26               0.283
tap                               70              0.0427
timing repair buffer              28               0.137
worst max-delay path by stage:
stage	startpoint	endpoint	cells past startpoint
6_report	anode_select[0]	an[3]	4
4_1_cts	anode_select[0]	an[3]	4
5_1_grt	anode_select[0]	an[3]	4
Power is estimated from default activity; no workload was simulated.
